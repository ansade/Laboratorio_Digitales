--- ./config.mk ---
export PLATFORM = sky130hd
export DESIGN_NAME = RAM_SINGLE_READ_PORT
export DESIGN_NICKNAME = RAM_SINGLE_READ_PORT
export VERILOG_FILES = /design/flow/design.v
export SDC_FILE = /design/flow/constraint.sdc
export NUM_CORES = 4
export LEC_CHECK = 1
export CORE_UTILIZATION = 40
--- ./constraint.sdc ---
current_design RAM_SINGLE_READ_PORT

set clk_period 5.3
set clk_io_pct 0.2

create_clock -name clk0 -period $clk_period [get_ports {Clock}]

set non_clock_inputs [all_inputs -no_clocks]
set_input_delay [expr $clk_period * $clk_io_pct] -clock clk0 $non_clock_inputs
set_output_delay [expr $clk_period * $clk_io_pct] -clock clk0 [all_outputs]
--- ./design.v ---
`timescale 1ns / 1ps
`timescale 1ns / 1ps
module RAM_SINGLE_READ_PORT # ( parameter DATA_WIDTH= 16, parameter ADDR_WIDTH=8, parameter MEM_SIZE=8 )
(
	input wire						 Clock,
	input wire						 iWriteEnable,
	input wire [ADDR_WIDTH-1:0] iReadAddress,
	input wire [ADDR_WIDTH-1:0] iWriteAddress,
	input wire [DATA_WIDTH-1:0] iDataIn,
	output reg [DATA_WIDTH-1:0] oDataOut
);
	reg [DATA_WIDTH-1:0] Ram [MEM_SIZE:0];		
	always @(posedge Clock) 
		begin 	
			if (iWriteEnable) 
				Ram[iWriteAddress] <= iDataIn; 	
			oDataOut <=  ((iWriteAddress == iReadAddress) && iWriteEnable) ? iDataIn : Ram[iReadAddress];
			oDataOut <= Ram[iReadAddress]; 		
		end 
endmodule
--- ./run.sh ---
#!/bin/bash
# OpenROAD 26Q1-2900-gdf79404cd8, Yosys 0.63+post, stock flow scripts
make -C /OpenROAD-flow-scripts/flow DESIGN_CONFIG=/design/flow/config.mk WORK_HOME=/design/flow/orfs finish
==> out/metrics.cfg <==
[drt]
antenna_cells = 0
via_per_inst = 5.18
drc_errors = 0
routedWlPerCell_um = 18.9
first_pass_iters = 4
drt-total-wl_um = 11000
antenna_left = 0
vias = 3000
drtIter0Drc = 137

[synthesis]
synthArstFlopShare_pct = 0
aoi_share_pct = 6.90
ys_area_um2 = 6020
yosysUniqueCellTypes = 21
yosysTopAreaCell = edfxtp_1
synthTopCellsByCount = edfxtp_1, mux2_2, mux2i_1
ys_ff = 160
mux_area_share_pct = 11.3
yosysWarnings = 1
edf_count = 144
synth_area_um2 = 6020
post-synth-top-count-cell = edfxtp_1
netlist_instances = 323
ys_sh_simple_pct = 2.58
synthTopCellsByArea = edfxtp_1, mux2_2, dfxtp_1
top_logic_kind = multiplexers
ys_cells = 323
ys_sh_xor_pct = 0
netlist.area_leader.share_pct = 71.8
fa_ha_area_share_pct = 0
synth_area_per_cell_um2 = 18.6
postSynthSeqShare_pct = 77.1
synthFlopType = edfxtp_1

[cells_and_area]
fillers = 1157
final_layout_size_suffix_gt1_share_pct = 22.5
stdcell_area_um2 = 7260
layout.core_utilization_pct = 49.8
seqCellArea_um2 = 4640
comb_area_um2 = 1270
fin_cells = 579
area_growth_pct = 20.6

[setup_path]
crit_fanout = 48
r2r_start = Ram[7][14]
path_cells = buf_2 -> buf_4 -> mux2_2 -> o22ai_1 -> o31ai_2
worst_ep_required_time_ps = 5580
path_class = input port to register
max_stage_delay_ps = 710
crit_start = iReadAddress[0]
critPathArrivalTime_ps = 2890
cp_slowest_cell = buf_4
crit_family = buffers and inverters
critPathLaunchType = input port
critPathBufInv = 2
setup.worst_path.end_class = register

[clocking]
post_cts_buffers = 0
root_buffer = clkbuf_16
clk_pin_slew_ps = 60
htreeDepth = 4
cts_resized = 0
cts-hold-fix-buffers = 0
cts_tree = done
numCtsBuffers = 17
worstSkewPairLatency_ps = 420
clock-sinks = 160
cts_buffer_depth = 2

[sta]
relSlewSlack_pct = 47.9
setup_viol = 0
finalHoldViolations = 0
rsz0062_at_grt = no
fmax_mhz = 384
fin_skew_ps = 6.48
tightest_slew_ps = 781
final_max_slew_viol_count = 0
post-route-period-util_pct = 49.1
finalSetupTns_ps = 0
period_needed_ps = 2600

[pwr]
switching_share_pct = 18.6
switchingPower_mw = 0.520
seq_power_share_pct = 50.7
power_per_cell_area_nw_per_um2 = 384
p_int_mw = 2.27
power.leakage_nw = 2.48
comb_power_share_pct = 5.3
peakVddDrop_v = 0.000210
clkPwrFrac_pct = 43.9

[job]
max-cap-violations = 0
log.warning_count = 33

[global_route]
grt_max_degree = 49
grt-ovfl-total = 0
track_usage_pct = 16.0
antenna_found_initial = 0
first_global_vias = 3112
grt_pass1_wl_um = 17100

[floorplan]
io_pins = 50
die_w_um = 125
die_h_um = 125
num_rows = 44
fp.coreArea_um2 = 14600
chip_area_um2 = 15600
fp_util_pct = 41.3

[outcome]
outcome = complete, no violations

[placed_design]
routabilityCongestion = 0.730
dpl.cell_count = 547
place_area_um2 = 6660
portBuffers = 41
hpwl_um = 5670

[worst_hold_path]
hp-start = Ram[8][8]
hp-class = register to register

cells by family (layout without fill, tap and decap cells):
family / after synthesis / count (layout)
buf+inv: 16 / 88
flops: 160 / 160
simple gates: 35 / 35
compound gates: 48 / 48
mux: 64 / 64
final timing paths:
| check | to | depth (start not counted) | slack (ps) |
|---|---|---|---|
| setup reg to reg | oDataOut[14] | 3 | 4250 |
| hold / removal | oDataOut[8] | 2 | 450 |
| setup / recovery | oDataOut[14] | 5 | 2700 |
| hold reg to reg | oDataOut[8] | 2 | 450 |
stage by stage:
| step | setup slack [ps] | total power [mW] | hold WS (ps) |
|---|---|---|---|
| 3_3_place_gp | 2290 | 1.59 | 436 |
| 6_report | 2700 | 2.79 | 450 |
| 3_5_place_dp | 2260 | 1.59 | 443 |
| 5_1_grt | 2590 | 2.88 | 474 |
| 2_1_floorplan | 2130 | 1.52 | 421 |
| 4_1_cts | 2700 | 2.81 | 457 |
worst min-delay path, cell delays in order, from the launching register on:
cell	delay, ps
edfxtp_1	320
nand2_1	60
o31ai_2	50
flip-flops by register name (all words and copies together) (netlist names):
register	count
oDataOut	16
Ram	144
power groups by stage:
| stage | clock network [mW] | registers, mW | logic, mW |
|---|---|---|---|
| after CTS | 1.25 | 1.42 | 0.151 |
| after global routing | 1.30 | 1.42 | 0.162 |
| final | 1.23 | 1.41 | 0.148 |
metal layers:
layer | wire, um | vias up | global-route usage [%]
met1 | 4750 | 1465 | 24.8
met2 | 5050 | 115 | 23.1
li1 | - | 1401 | -
met4 | 202 | 0 | 2.55
met5 | 0 | - | 0
met3 | 967 | 19 | 7.31
placed cells by master (no fill, tap or decap):
cell | synthesis | layout
buf_4 | 0 | 15
clkdlybuf4s50_1 | 0 | 40
a22o_1 | 16 | 16
bufinv_16 | 0 | 3
clkbuf_1 | 6 | 4
nand2_1 | 19 | 19
mux2_2 | 32 | 32
edfxtp_1 | 144 | 144
nor2_1 | 7 | 7
clkinv_1 | 0 | 2
o22ai_1 | 16 | 16
o31ai_1 | 5 | 5
buf_2 | 2 | 1
clkbuf_16 | 0 | 17
nor2b_1 | 1 | 1
nor3_2 | 0 | 2
or3b_2 | 1 | 1
clkinv_2 | 0 | 2
mux2i_1 | 32 | 32
nor4_2 | 0 | 1
nand2b_1 | 3 | 3
clkbuf_8 | 0 | 4
o31ai_2 | 11 | 11
dfxtp_1 | 16 | 16
nand3b_1 | 1 | 1
area by class of cell:
cell class | instances | area share [%]
sequential | 160 | 63.9
tap | 184 | 3.17
clock inverter | 7 | 1.48
timing repair buffer | 56 | 7.13
multi-input combinational | 147 | 17.5
clock buffer | 25 | 6.82
Power and IR drop assume default switching activity.
