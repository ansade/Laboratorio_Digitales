File: design/flow/run.sh
#!/bin/bash
# OpenROAD 26Q1-2900-gdf79404cd8, Yosys 0.63+post, stock flow scripts
make -C /OpenROAD-flow-scripts/flow DESIGN_CONFIG=/design/flow/config.mk WORK_HOME=/design/flow/orfs finish
File: design/flow/constraint.sdc
current_design RAM_DUAL_READ_PORT

set clk_period 8.3
set clk_io_pct 0.2

create_clock -name clk0 -period $clk_period [get_ports {Clock}]

set non_clock_inputs [all_inputs -no_clocks]
set_input_delay [expr $clk_period * $clk_io_pct] -clock clk0 $non_clock_inputs
set_output_delay [expr $clk_period * $clk_io_pct] -clock clk0 [all_outputs]
File: design/flow/config.mk
export PLATFORM = sky130hd
export DESIGN_NAME = RAM_DUAL_READ_PORT
export DESIGN_NICKNAME = RAM_DUAL_READ_PORT
export VERILOG_FILES = /design/flow/design.v
export SDC_FILE = /design/flow/constraint.sdc
export NUM_CORES = 4
export LEC_CHECK = 1
export CORE_UTILIZATION = 40
File: design/flow/design.v
`timescale 1ns / 1ps
module RAM_DUAL_READ_PORT # ( parameter DATA_WIDTH= 16, parameter ADDR_WIDTH=8, parameter MEM_SIZE=8 )
(
	input wire						Clock,
	input wire						iWriteEnable,
	input wire[ADDR_WIDTH-1:0]	iReadAddress0,
	input wire[ADDR_WIDTH-1:0]	iReadAddress1,
	input wire[ADDR_WIDTH-1:0]	iWriteAddress,
	input wire[DATA_WIDTH-1:0]		 	iDataIn,
	output reg [DATA_WIDTH-1:0] 		oDataOut0,
	output reg [DATA_WIDTH-1:0] 		oDataOut1
);
reg [DATA_WIDTH-1:0] Ram [MEM_SIZE:0];		
always @(posedge Clock) 
begin 
	oDataOut0 <=  ((iWriteAddress == iReadAddress0) && iWriteEnable) ? iDataIn : Ram[iReadAddress0]; 
	oDataOut1 <=  ((iWriteAddress == iReadAddress1) && iWriteEnable) ? iDataIn : Ram[iReadAddress1]; 
	if (iWriteEnable) 
		Ram[iWriteAddress] <=  iDataIn; 
end 
endmodule
==> run summary <==
The run has ended; figures from its reports follow.

The share of the cycle needed by the critical path after routing came out at 45.20%. The synthesis report gives the async set-or-reset register share as 0%. sky130_fd_sc_hd__edfxtp_1 is the most common cell in the netlist. After synthesis, the cell types taking the most area are sky130_fd_sc_hd__edfxtp_1 (55%), sky130_fd_sc_hd__mux4_2 (18%), sky130_fd_sc_hd__dfxtp_1 (8.1%), sky130_fd_sc_hd__mux2i_1 (3.8%), sky130_fd_sc_hd__mux2_2 (3.1%). The end-of-flow core utilization is 48.94%.

The critical path startpoint category is an input port. For this run, the total global-route usage over all layers was measured as between 10% and 20%. The analysis attributes to cell leakage a power of approximately 3.2 nW. Setup violations remaining at the end of the flow were counted as 0. The core region is approximately 0.019 sq mm. The via count came out at 4289.

The count of antenna diodes in the layout is 0. The pin count of the biggest net entering global routing is 34. Setup repair after global routing left no endpoint under its margin. Per the post-route antenna check, the number of violating nets is 0. The level count of the clock H-tree is 4. The cell resize tally after clock tree synthesis is 0. The layout cell share with drive strength beyond 1 is 28.14%. The effective utilization at floorplan is 40.80%.

TritonCTS built the clock tree. The number of global-route vias before repair was 4723. The sequential cell area is approximately 0.0050 sq mm.

On the worst setup and hold paths after CTS, the clock-pin slew comes to 60 ps. The delay of the slowest cell on the worst path came out at 480 ps. The residual overflow from global routing came out at 0. In this run the mean area of a mapped cell was 17.99 sq um. The final critical delay including setup and external delays came out at 3751 ps. The run finished with clean final reports. The detailed router finished its first iteration with 212 violations. For reference, the placement row count at floorplan is 51. The register-to-register setup slack is 6670 ps.

The synthesized design contains 144 enable-type register cells. The number of pins with negative max-slew slack in the final report is 0. In this run the horizontal extent of the chip is 142.7 microns. The number of register bits inferred by synthesis came out at 176. The startpoint identified for the worst register-to-register timing path is Ram[7][4]. The commonest cells after synthesis are sky130_fd_sc_hd__edfxtp_1 (144), sky130_fd_sc_hd__mux4_2 (64), sky130_fd_sc_hd__nor2_1 (38), sky130_fd_sc_hd__dfxtp_1 (32).

The kind of cell with the highest combined delay along the critical path is buffers and inverters. The arrival time of data at the critical path endpoint came out at approximately 4100 ps. The clock latency reported for the late side of the worst-skew pair came out at about 420 ps. The mapped netlist covers 0.007914 sq mm. The number of cells traversed by the worst register-to-register path came out at 4.

In the final layout, the fill cell count is 1642. The CTS log lists the clock sinks for this run as 176. Along the critical path, the tally of buffer and inverter instances is 2. The TritonCTS buffer count is 17. The total I/O pin count came out at 74. The height of the die is between 100 and 150 microns. CTS placed an instance of sky130_fd_sc_hd__clkbuf_16 at the clock tree root. The worst slew margin relative to its limit came out at 26.76%. The signal on the critical path passes through clkdlybuf4s50_1 -> buf_4 -> xor2_1 -> nor4_4 -> nand4_4 -> mux2_2.

In the routed layout, each cell is associated on average with a via count of 5.375. The sum of net half-perimeters after detailed placement came out at 9850 microns. The area growth from synthesis to layout came out at 19.95%.

The die area came out at 0.02035 sq mm. Looking at the setup timing report, the critical path kind is input port to flop. The worst reg2reg path endpoint is oDataOut1[4]. The highest attainable clock frequency is 266.6 MHz. Total power for the finished layout comes to 1.956 mW. At the end of routability-driven placement, the weighted congestion stood at 0.7999. The tool warning count for the run is 25.

The worst-case clock skew is between 5 and 6 ps. The post-route non-filler standard cell count is 798. The slew at the pin with the worst max-slew slack is roughly 1100 ps. The synthesis report lists the Yosys warning total as 1.

STA shows the worst min-delay path finishing at oDataOut1[2]. The largest voltage drop on the vdd net is 0.1598 mV. The biggest area consumer among synthesized cells is sky130_fd_sc_hd__edfxtp_1. The number of hold-slack violations in the final timing report is 0. The worst-path maximum fanout came out at 33.

The number of maximum-capacitance violations recorded for the run is 0. In the final layout, the multi-input gates occupy 0.002753 sq mm. Per the placement report, the placed cell count is 767.

The routed wire length came out at 17020 microns. The yosys stat cell total came out at 440. The routed length per instance came out at approximately 21 microns.

The iteration count recorded for the first detailed-route pass is 4. Sequential cells were found to cover a little over three fifths of the synthesized design area. Per the repair_timing log after CTS, setup buffers inserted total 0. The routed layout reports a DRC error count of 0. The power density over the cells is 206.1 mW/mm^2. The number of instances in the synthesized netlist is 440. The first global-routing pass estimated 26560 microns of wire. The critical path's slowest cell is sky130_fd_sc_hd__nand4_4. The launch point of the worst min-delay path is recorded as Ram[8][2]. The worst endpoint required time came out at 8600 ps. The number of distinct library cells after synthesis is 27. The area share of the largest cell type after synthesis came out at about 55%. The summed negative setup slack over all endpoints came out at 0 ps. The number of port buffers is 73. The number of cells on the worst hold path came out at 3. The initial antenna violation count came out at 0.

Buffers inserted to repair hold after CTS numbered 0. Per the synth stats, the flop cell with the highest instance count is sky130_fd_sc_hd__edfxtp_1. The worst setup path is captured at a flop.

The path class of the lowest-slack min-delay path is flop to flop. The area recorded from the Yosys report for this design is 0.007914 sq mm. The number of buffers on the longest clock path came out at 2.
[cell families after synthesis]
family	count (synthesis)	synth area share (%)
flip-flops	176	62.74
multiplexers	126	27.04
AND/OR/NAND/NOR	58	3.716
AND-OR/OR-AND	32	2.055
buffers and inverters	32	2.688
XOR/XNOR	16	1.771
[power by group]
part | total, mW | switching, mW | internal, mW
combinational | 0.184 | 0.0801 | 0.104
clock | 0.780 | 0.303 | 0.477
sequential | 0.992 | 0.00900 | 0.983
total | 1.96 | 0.392 | 1.56
[how the worst max path moves through the flow]
stage	from	end	slack, ps	cells past startpoint
CTS	iReadAddress1[1]	oDataOut1[4]	4540	6
global route	iReadAddress1[1]	oDataOut1[5]	4430	6
finish	iReadAddress1[1]	oDataOut1[4]	4550	6
[layout by cell type (no fill, tap or decap), drive strengths merged]
cell           synthesis  routed
clkinv                 0       5
nor3                   4       4
nand4                  2       2
xor2                   7       7
nor2                  38      38
xnor2                  9       9
clkdlybuf4s50          0      71
buf                   23      21
mux2i                 30      30
nand3                  1       1
a21oi                 30      30
nand2b                 4       4
dfxtp                 32      32
bufinv                 0       3
nand3b                 1       1
a31oi                  2       2
nor4                   2       2
inv                    2       2
mux2                  32      32
edfxtp               144     144
clkbuf                 7      23
mux4                  64      64
or3b                   1       1
nand2                  5       5
[per-layer routing]
layer,GRT usage [%],up-vias,routed length (microns)
li1,-,1933,-
met3,11.17,20,2032
met1,25.29,2113,6180
met5,0,-,0
met4,3.113,0,310
met2,30.34,223,8493
[registers in the layout, indices dropped and copies added (netlist names)]
register,cells
oDataOut0,16
oDataOut1,16
Ram,144
[worst register-to-register path, cell delays in order (launching register included)]
cell and delay (ps):
sky130_fd_sc_hd__edfxtp_1 380, sky130_fd_sc_hd__mux4_2 490, sky130_fd_sc_hd__mux2i_1 260, sky130_fd_sc_hd__a21oi_1 100, sky130_fd_sc_hd__mux2_2 290
[metrics by stage]
step	area [sq um]	setup slack (ps)	hold WS (ps)
global route	9493	4433	688.1
finish	9493	4549	654.2
global placement	8920	4115	633.9
floorplan	7914	4369	611.2
detailed placement	8920	4085	644.5
CTS	9493	4544	658.0
[cell type report]
| class | instances | share of cell area, % |
|---|---|---|
| Clock inverter | 8 | 1.213 |
| Multi-Input combinational cell | 232 | 29.00 |
| Clock buffer | 23 | 4.824 |
| Tap cell | 265 | 3.493 |
| Inverter | 2 | 0.07908 |
| Timing Repair Buffer | 92 | 9.095 |
| Sequential cell | 176 | 52.30 |
Power and IR drop assume default switching activity.
